## flow/design.v

```verilog
module osc1
	(
		input wire iClock,
		input wire iReset,
		output wire oOut64,
		output wire oOut128,
		output wire oOut256
	);
	reg [16:0] 	rOscCounter;  
	always @ (posedge iClock) begin
		if (iReset) begin
			rOscCounter <= 0;
		end
		else begin
			rOscCounter <= rOscCounter+1;
		end
	end
	assign oOut64 = rOscCounter[15];
	assign oOut128 = rOscCounter[14];
	assign oOut256 = rOscCounter[13];
endmodule
```

## flow/run.sh

```bash
#!/bin/bash
# OpenROAD 26Q1-2900-gdf79404cd8, Yosys 0.63+post, stock flow scripts
make -C /OpenROAD-flow-scripts/flow DESIGN_CONFIG=/design/flow/config.mk WORK_HOME=/design/flow/orfs finish
```

## flow/config.mk

```make
export PLATFORM = sky130hd
export DESIGN_NAME = osc1
export DESIGN_NICKNAME = osc1
export VERILOG_FILES = /design/flow/design.v
export SDC_FILE = /design/flow/constraint.sdc
export NUM_CORES = 4
export LEC_CHECK = 1
export CORE_AREA = 10 10 70 70
export DIE_AREA = 0 0 80 80
```

## flow/constraint.sdc

```tcl
current_design osc1

set clk_period 2.7
set clk_io_pct 0.2

create_clock -name clk0 -period $clk_period [get_ports {iClock}]

set non_clock_inputs [all_inputs -no_clocks]
set_input_delay [expr $clk_period * $clk_io_pct] -clock clk0 $non_clock_inputs
set_output_delay [expr $clk_period * $clk_io_pct] -clock clk0 [all_outputs]
```

==> results.py <==
# Physical implementation metrics
metrics = {
    "setup_path": {
        "crit_path_end": "oOut256",
        "cp_slowest_cell": "clkdlybuf4s50_1",
        "cp-end-kind": "primary output",
        "r2r_slack_ns": 1.24,
        "r2r-end": "rOscCounter[14]$_SDFF_PP0_",
        "crit_start": "rOscCounter[13]$_SDFF_PP0_",
        "critPathRequiredTime_ns": 2.16,
        "path_class": "reg -> out",
        "cp_max_fo": 5,
        "worstReg2RegStart": "rOscCounter[0]$_SDFF_PP0_",
        "rr_worst_depth": 5,
        "path_buffers": 1,
        "crit_chain": "clkdlybuf4s50_1",
        "cp_top_family": "buffers and inverters",
        "start_kind": "register",
        "cp_slowest_stage_delay_ns": 0.50,
        "critPathArrivalTime_ns": 1.19,
        "cp.depth": 1,
    },
    "layout": {
        "drive_above_1_share_pct": 16.7,
        "largest_register_ffs": 16,
        "reg_top3": "rOscCounter: 16 flops",
        "area_delta_synth_final_pct": 18.5,
        "largest_register": "rOscCounter",
    },
    "final_timing": {
        "maxSlewViolCount": 0,
        "tightest_slew_ns": 0.261,
        "setup_viol": 0,
        "clock_skew_ns": 0.00100,
        "fin_hold_ws_ns": 0.495,
        "hold_viol": 0,
        "finalClockPeriodUsage_pct": 64.2,
        "clock.fmax_mhz": 577,
        "tns_ns": 0,
        "slew_headroom_pct": 82.6,
        "rsz0062_at_grt": "false",
        "finalCriticalPeriod_ns": 1.73,
    },
    "synthesis": {
        "yosys_register_bits": 16,
        "ys_cells": 77,
        "synth.distinct_cells": 22,
        "synth_top_area_share_pct": 44.4,
        "ys_seq_share_pct": 44.4,
        "synthesis.area_um2": 722,
        "synth_top_cell_by_area": "dfxtp_1",
        "syn_avg_cell_area_um2": 9.38,
        "synthCells": 77,
        "yosysChipArea_um2": 722,
        "ys_warn_count": 1,
        "ys_top_cells_by_area": "dfxtp_1 44%, xnor2_1 9.7%, nor2_1 8.3%, nor4_2 5.2%, xor2_1 4.9%",
    },
    "global_routing": {
        "antenna_found_initial": 0,
        "grt.total_usage_pct": 3.95,
        "grt_pass1_vias": 465,
        "grt_max_degree": 18,
        "grt_overflow_total": 0,
        "grt_pass1_wl_um": 2110,
    },
    "placed_design": {
        "gp_congestion": 0.774,
        "place_hpwl_um": 861,
        "port_buffers": 4,
    },
    "power": {
        "power_density_mw_per_mm2": 481,
        "peakVddDrop_mv": 0.333,
        "leakagePower_nw": 0.282,
    },
    "clocking": {
        "clk_path_buf_depth": 2,
        "post_cts_buffers": 0,
        "root_buffer": "clkbuf_4",
        "cts_sinks": 16,
        "clkSlewWorstSetupHoldPaths_ns": 0.09,
        "cts_hold_buf": 0,
        "cts.htree.levels": 1,
        "cts-resized-gates": 0,
        "insertion_delay_ns": 0.28,
        "cts_tree": "built",
        "numCtsBuffers": 3,
    },
    "drt": {
        "antenna_left": 0,
        "vias_per_cell": 4.01,
        "wirelength_um": 1180,
        "drt_iter0_markers": 19,
        "n_antenna_cell": 0,
        "avgRoutedWirePerCell_um": 9.05,
        "drc": 0,
        "first_pass_iters": 4,
        "num_vias": 521,
    },
    "die": {
        "fp.dieW_um": 80,
        "die_y_um": 80,
        "die_area_mm2": 0.00640,
        "io_pins": 5,
        "core_mm2": 0.00342,
        "fp_util_pct": 21.1,
        "rows": 21,
    },
    "flow_run": {
        "cap_violations": 0,
        "warnings": 25,
    },
    "worst_hold_path": {
        "hp-class": "reg -> reg",
    },
    "outcome": {
        "status": "finished clean",
    },
}
## through the flow
| step | util [%] | instance area (µm²) | instances | total power, mW | setup slack, ns |
|---|---|---|---|---|---|
| finish | 25.1 | 856 | 130 | 0.412 | 0.967 |
| global route | 25.1 | 856 | 130 | 0.434 | 0.907 |
| CTS | 25.1 | 856 | 130 | 0.418 | 0.953 |
| detailed placement | 24.0 | 820 | 126 | 0.264 | 1.00 |
| global placement | 24.0 | 820 | 126 | 0.263 | 1.02 |
| floorplan | - | 722 | 77 | 0.259 | 1.35 |
## cell usage after synthesis, drive strengths merged
cell	number
a31o	1
or3	1
nor4	3
clkbuf	2
dfxtp	16
nor3	3
nand4	5
nor2b	1
nand2	5
a21oi	2
o21ai	1
nand2b	1
nor2	16
ha	1
xor2	4
nand3	5
inv	1
and4	1
xnor2	8
## report_power, final
| group | switching, mW | total [mW] | internal, mW |
|---|---|---|---|
| sequential | 0.00525 | 0.245 | 0.240 |
| clock | 0.0715 | 0.154 | 0.0820 |
| combinational | 0.00692 | 0.0133 | 0.00633 |
| total | 0.0837 | 0.412 | 0.328 |
## how the worst min path moves through the flow
| stage | endpoint | cells after the start | start | slack, ns |
|---|---|---|---|---|
| CTS | rOscCounter[0]$_SDFF_PP0_ | 1 | rOscCounter[0]$_SDFF_PP0_ | 0.50 |
| global route | rOscCounter[0]$_SDFF_PP0_ | 1 | rOscCounter[0]$_SDFF_PP0_ | 0.53 |
| finish | rOscCounter[0]$_SDFF_PP0_ | 1 | rOscCounter[0]$_SDFF_PP0_ | 0.50 |
## cells in the final DEF (no fill, tap or decap), types with 2 or more instances in the layout
master,n
nor2_1,16
dfxtp_1,16
xnor2_1,8
nand2_1,5
xor2_1,4
nand3_1,4
clkdlybuf4s50_1,4
nor4_2,3
nor3_1,3
clkbuf_4,3
nand4_2,2
a21oi_1,2
nand4_1,2
## kinds of logic after synthesis
family	Yosys count	synth area share [%]
buf+inv	3	1.56
xor+xnor	12	14.6
compound gates	4	3.29
simple gates	41	34.5
fa+ha+maj	1	1.73
flops	16	44.4
## area by class of cell
cell class	count	area [µm²]
Multi-Input combinational cell	58	390
Inverter	1	3.75
Timing Repair Buffer	5	47.5
Sequential cell	16	320
Tap cell	46	57.6
Fill cell	380	2560
Clock buffer	4	36.3
## per-layer routing
metal	wire (µm)	share of wire, %	GRT usage [%]	up-vias
met4	9	0.77	0.352	0
met3	55	4.7	1.82	2
met2	448	38	5.06	8
met5	0	0	0	-
li1	-	-	-	274
met1	663	56	6.03	237
Power is estimated from default activity; no workload was simulated.
