==> /design/flow/design.v <==
module SoundCtrlMX  
  (
    input wire		iClock,			 
    input wire		iReset,
    input wire		iOsc262k,		 
    input wire [4:0] iOut1,   	 
    input wire [4:0] iOut2,	 
    input wire [4:0] iOut3,	 
    input wire [4:0] iOut4,	 
    input wire [7:0] iNR50,   	 
    input wire [7:0] iNR51,   	 
    output reg [4:0] 	oSO1, 	 
    output reg [4:0] 	oSO2, 	  
    output wire [1:0]	oChSel,
    output wire			oChClk
  );
reg [7:0] rNR50, rNR51;
reg [4:0] rSO1_PRE, rSO2_PRE;
reg rSer_clk; 			 
reg [1:0] rSer_sel; 		 
always @ (posedge iClock) begin
	if (iReset) begin
		rNR50 <= iNR50;
		rNR51 <= iNR51;
		rSer_sel <= 2'b0;
		rSer_clk <= 1'b0;
		rSO1_PRE <= 5'd15;
		rSO2_PRE <= 5'd15;		
	end
end
always @ (posedge iOsc262k) begin
		rSer_clk <= ~rSer_clk; 	
		rSer_sel <= (~rSer_clk) ? rSer_sel + 1 : rSer_sel;
end
always @ (*) begin
	case (rSer_sel)
		2'd0: begin
			rSO1_PRE = (rNR51[0]) ? iOut1 : 5'd15;
			rSO2_PRE = (rNR51[4]) ? iOut1 : 5'd15; 
		end
		2'd1: begin
			rSO1_PRE = (rNR51[1]) ? iOut2 : 5'd15;
			rSO2_PRE = (rNR51[5]) ? iOut2 : 5'd15;
		end
		2'd2: begin
			rSO1_PRE = (rNR51[2]) ? iOut3 : 5'd15;
			rSO2_PRE = (rNR51[6]) ? iOut3 : 5'd15;
		end
		2'd3: begin
			rSO1_PRE = (rNR51[3]) ? iOut4 : 5'd15;
			rSO2_PRE = (rNR51[7]) ? iOut4 : 5'd15;
		end
		default: begin
			rSO1_PRE = 5'dX;
			rSO2_PRE = 5'dX;
		end
	endcase
	oSO1 = rSO1_PRE >> (3'd7-rNR50[2:0]);
	oSO2 = rSO1_PRE >> (3'd7-rNR50[6:4]);	
end
assign oChSel = rSer_sel;
assign oChClk = rSer_clk;
endmodule	
==> /design/flow/run.sh <==
#!/bin/bash
# OpenROAD 26Q1-2900-gdf79404cd8, Yosys 0.63+post, stock flow scripts
make -C /OpenROAD-flow-scripts/flow DESIGN_CONFIG=/design/flow/config.mk WORK_HOME=/design/flow/orfs finish
==> /design/flow/config.mk <==
export PLATFORM = sky130hd
export DESIGN_NAME = SoundCtrlMX
export DESIGN_NICKNAME = SoundCtrlMX
export VERILOG_FILES = /design/flow/design.v
export SDC_FILE = /design/flow/constraint.sdc
export NUM_CORES = 4
export LEC_CHECK = 1
export CORE_AREA = 10 10 70 70
export DIE_AREA = 0 0 80 80
==> /design/flow/constraint.sdc <==
current_design SoundCtrlMX

set clk_period 1.4
set clk_io_pct 0.2

create_clock -name clk0 -period $clk_period [get_ports {iClock}]
create_clock -name clk1 -period $clk_period [get_ports {iOsc262k}]

set non_clock_inputs [all_inputs -no_clocks]
set_input_delay [expr $clk_period * $clk_io_pct] -clock clk0 $non_clock_inputs
set_output_delay [expr $clk_period * $clk_io_pct] -clock clk0 [all_outputs]
==> CHANGELOG.md <==
## Flow update

* Run status: finished clean
* Final Hold Fails at 0
* Crit path kind: flop to primary output
* DRC Markers at 0
* Registers, synthesis at 6
* IO buf count at 15
* DRT Wirelength at 627 um
* Overflow after GRT at 0
* Final tally of max-slew violations at 0
* Worst Path Max Fanout at 4
* Via count at slightly below 200
* Placed cells at 78
* Final setup fails at 0
* Yosys warns at 17
* Worst-path clk slew at ~0.040 ns
* Tool warnings at 57
* Post-CTS Hold Fix Bufs at 0
* Area leader, netlist: edfxtp_1
* Top cell area share at 64.6%
* Fin Setup TNS at 0 ns
* Adder share at 0%
* Critical Path Max Stage Delay at 0.41 ns
* DRT antenna net count at 0
* Sequential share of power at roughly half
* # clock sinks at 6
* GRT Total Usage at 1.61%
* Post-DP HPWL at around 540 um
* Pwr Total at 439 uW
* Net Switching at ~80 uW
* XORs/XNORs by Area at 0%
* H-tree depth at 1
* Initial antenna violation count at 0
* Most frequent cells in the layout: clkdlybuf4s50_1, dlygate4sd2_1, edfxtp_1
* Cell Type Count at 6
* Core ar. at 0.00342 mm2
* Switching Fraction at 17.8%
* Routability cong. at between 0.6 and 0.7
* Diode count at 0
* RSZ-0062 raised after global routing: no
* Crit path capture type: primary output
* Worst path slowest cell: edfxtp_1
* Power per Cell Area at 921 mW/mm2
* Delay-heaviest family, CP: flip-flops
* CP startpoint kind: flop
* Layout cells sized above 1 at 24.3%
* Hold WC Path Type: input pin to flop
* TritonCTS buffer count at 3
* Layout Cells excl Fill at approximately 83
* Worst vdd ir at 0.000168 V
* Vias in the first global route at 200
* 1st-pass router iterations at 2
* Buf+Inv Stages, Crit Path at 1
* Simple share at 9.87%
* Synth Instances at 20
* Fill cell count at 399
* Wirelength per Cell at 7.55 um
* Avg Inst Size Synth at 14.0 um2
* Top flop regs: rNR50 x6
* Ports at between 50 and 60
* Initial DRC Count at 29
* Leakage at approximately 0.0002 uW
* TritonCTS clock tree: done
* Register share after synthesis at 64.6%
* Top cells, area: edfxtp_1, buf_4, and2_2, o21a_1, and3_1
* Synth logic family: buffers and inverters
* Crit path DAT at 1.06 ns
* Number of cells in Yosys stat at 20
* Yosys chip area at 279 um2
* Die H at 80 um
* Syn Std Cell Area at 279 um2
* FP Core Util at under 10%
* Largest register FFs at 6
* Critical-path cell list: and3_1, dlygate4sd2_1
* Area fraction in compound gates at 5.38%
* DR vias/cell at 2.33
* CTS root buffer: clkbuf_4
* Most frequent logic cell in the layout: clkdlybuf4s50_1
* Die W at 80 um
* Combinational power share at 14.0%
* Int Pwr at 361 uW
* Share of power burned in the clock network at 34.9%
* Site Rows at 21
* Largest net degree at the start of global routing at 7
* Synthesis-to-finish area growth at 70.9%
* Global-route wire length before repair at 848 um
* Max-Cap Viols at 0
* Most flops, register: rNR50
* CP required at 1.12 ns
* Area fraction in mux cells at 0%
* Chip area at 0.00640 mm2
* Max Root-Sink Buffers at 2
==> through the flow <==
stage               worst slack, ns  hold WS, ns  area [um2]  util [%]
finish                       0.0585        0.598         477      14.0
global route                0.00471        0.592         477      14.0
CTS                          0.0391        0.591         477      14.0
detailed placement            0.104        0.839         449      13.2
global placement              0.105        0.842         449      13.2
floorplan                     0.554        0.379         294         -
==> cell usage after synthesis <==
master,n
and2_2,2
o21a_1,2
conb_1,1
and3_1,2
edfxtp_1,6
buf_4,7
==> area by class of cell <==
cell class	count	area, um2	area share [%]
sequential	6	180	37.8
timing repair buffer	17	153	32.0
multi-input combinational	11	63.8	13.4
tap	46	57.6	12.1
clock buffer	3	22.5	4.72
==> final timing paths <==
path,start,to,slack [ns],depth (start not counted)
max,rNR50[2],oSO1[3],0.06,2
min,iNR50[4],rNR50[4],0.60,1
==> power groups by stage <==
stage	Clock, uW	Combinational, uW	Sequential [uW]
finish	153	61.5	224
CTS	160	63.9	224
global route	175	68.2	225
==> cells by family after synthesis <==
| logic type | after synthesis |
|---|---|
| flip-flops | 6 |
| AND/OR/NAND/NOR | 4 |
| AND-OR/OR-AND | 2 |
| buffers and inverters | 7 |
| other | 1 |
==> layer usage <==
layer  global-route usage, %  part of all wire [%]
met1                    1.56                    36
met3                    1.02                    12
met2                    2.65                    49
met4                   0.704                   1.9
met5                       0                     0
==> timing repair <==
| action | 4_1_cts | 5_1_grt |
|---|---|---|
| resized | 10 | 0 |
| setup buffers | 2 | 0 |
| setup endpoints to repair | 6 | 0 |
Power and IR drop assume default switching activity.
